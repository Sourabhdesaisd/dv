==> ./design.v <==
module sync_fifo (
    input  wire       clk,     
    input  wire       reset,   
    input  wire       write_en,
    input  wire       read_en, 
    input  wire [7:0] data_in, 
    output reg  [7:0] data_out,
    output       full,       
    output         empty      
);
    reg [7:0] mem [0:7];
    reg [2:0] wr_ptr;   
    reg [2:0] rd_ptr;   
    reg [3:0] count;    
    always @(posedge clk) begin
        if (reset) begin
            wr_ptr <= 0;
            rd_ptr <= 0;
            count  <= 0;
                  end else begin
            if (write_en && !full) begin
                mem[wr_ptr] <= data_in;
                wr_ptr <= wr_ptr + 1;   
                count <= count + 1;
            end
            if (read_en && !empty) begin
                data_out <= mem[rd_ptr];
                rd_ptr <= rd_ptr + 1;           
                count <= count - 1;
            end
         end
    end
    assign full  = (count == 8);
    assign       empty = (count == 0);
endmodule
==> ./run.sh <==
#!/bin/bash
# OpenROAD 26Q1-2900-gdf79404cd8, Yosys 0.63+post, stock flow scripts
make -C /OpenROAD-flow-scripts/flow DESIGN_CONFIG=/design/flow/config.mk WORK_HOME=/design/flow/orfs finish
==> ./config.mk <==
export PLATFORM = sky130hd
export DESIGN_NAME = sync_fifo
export DESIGN_NICKNAME = sync_fifo
export VERILOG_FILES = /design/flow/design.v
export SDC_FILE = /design/flow/constraint.sdc
export NUM_CORES = 4
export LEC_CHECK = 1
export CORE_UTILIZATION = 40
==> ./constraint.sdc <==
current_design sync_fifo

set clk_period 4.1
set clk_io_pct 0.2

create_clock -name clk0 -period $clk_period [get_ports {clk}]

set non_clock_inputs [all_inputs -no_clocks]
set_input_delay [expr $clk_period * $clk_io_pct] -clock clk0 $non_clock_inputs
set_output_delay [expr $clk_period * $clk_io_pct] -clock clk0 [all_outputs]
==> Changelog: implementation <==
### Physical design

- Outcome: complete, no violations
- Initial antenna violation count: 0
- Clock net sink count: roughly 82
- Final Max-Slew Violation Tally: 0
- Reg2reg end: count[3]
- LEAKAGE: around 0.0013 uW
- DP HPWL: around 3700 um
- Die ar.: approximately 9000 um^2
- H-tree levels: 3
- Cell area after layout: roughly 4000 um^2
- Setup CP Type: register to output port
- Largest net degree at the start of global routing: 19
- P&R area growth vs syn: 17.7%
- Worst-case clock buffer depth: 2
- WL per Instance: 17.6 um
- Seq cells post-synth: slightly above 80
- Cell Chain, Critical Path: or4b_4 > clkinv_2 > clkdlybuf4s50_1
- Fin crit period: 2750 ps
- Class of the worst hold path: register to register
- Worst-case clock skew: 10.4 ps
- Worst R2R Setup Slack: 1830 ps
- Largest area contributor in the netlist: edfxtp_1
- Core Area: ~8000 um^2
- Top cells by count, synth: edfxtp_1, mux4_1, nor2_1, dfxtp_1, mux2_2
- Tot Pwr: about 2100 uW
- Synth top area share: between 60% and 70%
- Slew headroom: around 41%
- Dominant flop cell: edfxtp_1
- Setup-failing EPs final: 0
- CP Capture Type: output port
- Combinational Power Share: between 20 and 25%
- DRC: 0
- Final hold violations: 0
- WHS: 616 ps
- Late-Pin Clk Latency: 350 ps
- Clk network pwr share: 29.6%
- Share of layout cells above drive strength 1: a little under a fifth
- Io pins: 22
- Crit path max fanout: 6
- RSZ-0062 raised after global routing: no
- R2R Path Start: count[3]
- YS warnings: 1
- Drt first pass iters: 4
- Number of I/O port buffers: 21
- GPL Wtd Cong: around 0.82
- Worst setup path endpoint: full
- Syn avg cell area: 18.7 um^2
- CP startpoint: count[3]
- PostCTS Resize Cnt: 0
- Ant. Diodes: 0
- Post-route ant nets: 0
- Setup tns final: 0 ps
- Seq share, synth: a little over two thirds
- Fmax: about 360 MHz
- Postcts setup bufs: 0
- Worst Max-Slew Pin Slew: roughly 900 ps
- Post-synth area from yosys stat: ~3400 um^2
- CTS clk-pin slew, worst paths: 80 ps
- Pwr/cell area: between 500 and 600 nW/um^2
- P_int: 1590 uW
- Placed Cells: ~300
- # rows: 33
- Fp util: around two fifths
- Root buffer cell: clkbuf_8
- CP peak stage delay: 570 ps
- Ys async rst share: 0%
- CTS Buf Count: 9
- Switching Power: ~540 uW
- Mapped Area: about 3400 um^2
- Chip width: roughly 94 um
- Via count: ~1700
- Critical path data arrival time: ~1900 ps
- Vias in the first global route: between 1500 and 2000
- Largest cells by area: edfxtp_1, mux4_1, dfxtp_1
- Die H: 93.8 um
- Switching share of power: around a quarter
- Ys cells: 180
- Critical path's slowest cell: or4b_4
- Grt total ovfl: 0
- Count leader, synth: edfxtp_1
- Max-capacitance violation count: 0
- Initial drt markers: 60
- CTS tree: built
- Startpoint types: register
- Cts-stage hold buffer count: 0
- Detailed-route wire length: 5710 um
- Finished Layout Cells: ~330
- GRT Util Overall: 14.9%
- Reg power frac: roughly half
- Cells after synthesis: between 150 and 200
- Count of tool warnings: 25
- DP Area: 3750 um^2
- Worst-case reg-to-reg path depth: 7
- IR Drop Worst-Case VDD: roughly 0.00028 V
- Via density: 5.21
- Required time of the critical path: roughly 3300 ps
- Distinct cell type count after synthesis: 35
- Final Cycle Share: ~67%
- First-pass GRT wire length: approximately 8700 um
- Number of enable flip-flop cells: 72
==> how the worst min path moves through the flow <==
stage           end  cells after the start       from  slack [ps]
4_1_cts   wr_ptr[1]                      2  wr_ptr[1]         600
5_1_grt   wr_ptr[1]                      2  wr_ptr[1]         640
6_report   count[1]                      2   count[1]         620
==> final cells by class <==
cell class	count	area [um^2]
fill	685	4210
sequential	82	2360
multi-input combinational	84	941
timing repair buffer	32	293
tap	105	131
clock buffer	10	128
clock inverter	6	90.1
inverter	6	23.8
==> cells in the final DEF, fill, tap and decap left out, types with 2 or more instances in the layout <==
master and n:
clkdlybuf4s50_1 21, nand2_1 6, xnor2_1 3, nor2_1 15
bufinv_16 2, a21oi_1 3, dfxtp_1 10, nor3_1 4
buf_4 11, xor2_1 3, mux2_2 8, a211oi_1 2
clkbuf_8 9, edfxtp_1 72, nand3_1 5, mux2i_1 2
inv_1 4, ha_1 4, clkinv_4 2, mux4_1 16
==> through the flow <==
step | utilization, % | setup slack (ps)
after floorplan | - | 1680
after global placement | 45.9 | 1140
after detailed placement | 45.9 | 1160
after CTS | 48.5 | 1320
after global routing | 48.5 | 1270
final | 48.5 | 1350
==> worst max-delay path: cells and delay by family (launching register included) <==
kind                   cells  cell delay [ps]
buffers and inverters      2              520
flip-flops                 1              490
AND/OR/NAND/NOR            1              570
==> cell families (layout without fill, tap and decap cells) <==
kind of cell / after synthesis / count (layout) / share of synthesized area (%)
AOI/OAI and AO/OA: 10 / 10 / 2.71
xor gates and xnor gates: 6 / 6 / 1.56
adders and majority gates: 5 / 5 / 2.08
buffers and inverters: 14 / 54 / 2.45
DFF: 82 / 82 / 70.0
muxes: 26 / 26 / 15.7
and+or+nand+nor: 37 / 37 / 5.45
==> registers in the layout (all words and copies together), names as in the netlist <==
signal and cells:
rd_ptr 3, mem 64, wr_ptr 3, count 4, data_out 8
==> per-layer routing <==
metal	track usage [%]	routed length (um)
met1	23.5	2530
met4	1.41	77
met2	21.0	2640
met5	0	0
met3	7.90	457
==> power groups by stage <==
stage                 combinational (uW)  sequential [uW]  clock, uW
after CTS                            465             1050        652
after global routing                 501             1050        682
final                                458             1040        632
Power figures rest on the tool's default switching activity, not on a simulated workload.
